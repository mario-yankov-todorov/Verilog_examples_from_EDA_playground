`flow/config.mk`:
```
export PLATFORM = sky130hd
export DESIGN_NAME = priority_encoder
export DESIGN_NICKNAME = priority_encoder
export VERILOG_FILES = /design/flow/design.v
export SDC_FILE = /design/flow/constraint.sdc
export NUM_CORES = 4
export LEC_CHECK = 1
export CORE_AREA = 10 10 70 70
export DIE_AREA = 0 0 80 80
```
`flow/run.sh`:
```
#!/bin/bash
# OpenROAD 26Q1-2900-gdf79404cd8, Yosys 0.63+post, stock flow scripts
make -C /OpenROAD-flow-scripts/flow DESIGN_CONFIG=/design/flow/config.mk WORK_HOME=/design/flow/orfs finish
```
`flow/constraint.sdc`:
```
current_design priority_encoder

set clk_period 1.0
set clk_io_pct 0.2

create_clock -name clk0 -period $clk_period

set non_clock_inputs [all_inputs -no_clocks]
set_input_delay [expr $clk_period * $clk_io_pct] -clock clk0 $non_clock_inputs
set_output_delay [expr $clk_period * $clk_io_pct] -clock clk0 [all_outputs]
```
`flow/design.v`:
```
`timescale 1ns / 1ps
module priority_encoder
  	(
		input		   			i7,
		input		   			i6,
		input		   			i5,
		input		   			i4,
		input		   			i3,
		input		   			i2,
		input		   			i1,
		input		   			i0,
		output reg	[3	-1:0] 	out,
		output reg				IDLE
  	);
	integer b;
	always @(*)
  		begin
			out = 3'b000;
		  	if     (i7) out = 3'b111;
		  	else if(i6) out = 3'b110;
		  	else if(i5) out = 3'b101;
		  	else if(i4) out = 3'b100;
		  	else if(i3) out = 3'b011;
		  	else if(i2) out = 3'b010;
		  	else if(i1) out = 3'b001;
		  	else if(i0) out = 3'b000;
		 	if (i7 == 0 && i6 == 0 && i5 == 0 && i4 == 0 &&
			   	i3 == 0 && i2 == 0 && i1 == 0 && i0 == 0)	
			 		IDLE = 1'b1;
			else 	IDLE = 1'b0;
  		end    
endmodule
```
==> CHANGELOG.md <==
### Metrics

* Status: complete, no violations
* Yosys stat cell total at 11
* Mux share at 0
* Crit path DRT at 0.80 ns
* First-pass GRT wire length at 676 µm
* Hold path startpoint: i5
* Top-area cell share at 0.222
* Dominant combinational family: simple AND/OR/NAND/NOR gates
* Max IR drop VDD at 0.0000213 V
* Drc violations at 0
* Yosys aoi share at 0.370
* Startpoint Class: input pin
* Yosys stat area at slightly below 70 µm²
* Layout area overhead at 307%
* Final hold slack at 0.646 ns
* Vias in the first global route at 135
* Final worst path period share at 0.991
* Total chip power at 78.0 µW
* Critical Path Fanout Max at 2
* Share of cells above drive strength 1 at 0.846
* Synth unique cells at 7
* Seq/Total Area, Yosys at 0
* Initial antenna violation count at 0
* Antenna diodes at 0
* Post-synth area hogs: nor4b_2 22%, o31ai_1 22%, a21oi_1 15%
* Final Hold Vio Count at 0
* Fin. max-slew vios at 0
* Type of the tightest min-delay check: in2out
* Max-Cap Viols at 0
* Initial Util at 0.0198
* Fin crit period at 0.991 ns
* TritonRoute pass-1 iters at 1
* Largest net degree at the start of global routing at 4
* Final WL at ~460 µm
* Total die area at around 6400 µm²
* Post-route ant nets at 0
* Ports at 12
* Leakage power at 0.0988 nW
* FP Rows at 21
* Core region area at 3420 µm²
* Drt wl/cell at 6.36 µm
* # fillers at 413
* # clk buffers at 0
* Post-Layout Cell Count at 72
* Tot GR Track Use at 0.0132
* Critical path origin: i7
* Flops at 0
* Vias post-DR at 136
* Post-Syn Area at 67.6 µm²
* Congestion Overflow GR at 0
* Slew headroom at 0.873
* Tally of OpenROAD warnings at 33
* Die H at around 80 µm
* CTS Hold Bufs at 0
* Data arrival, critical path at 0.79 ns
* Worst slew pin tran at 0.189 ns
* 1st-iter DRT viols at 0
* Mapped Cells at 11
* Drt via density at around 1.9
* Basic Gates by Area at 0.519
* XOR-XNOR Cells, Area Fraction at 0
* Input/output buffers at 12
* Peak Freq at a little over 1 GHz
* Power density over the cells at roughly 280 nW/µm²
* Routability-driven placement congestion ratio at 0.792
* Syn avg cell area at 6.14 µm²
* Unrepaired setup endpoints after global routing: yes
* Final setup violation count at 0
* Adder Share, Synth at 0
* Type of the worst setup path: in2out
* Placed instance count at a little over 70
* Post-DP HPWL at 415 µm
* Yosys warning count at 1
* Die width at roughly 80 µm
* Flop area at 0 µm²
* Area leader, netlist: nor4b_2
* Worst setup EP type: primary output
-- cell usage after synthesis, drive strengths merged --
library cell  instances
inv                   2
o31ai                 2
nand2                 1
nor2                  3
a21oi                 2
nor4b                 1
-- path summary, 6_finish.rpt --
| path | depth (start not counted) | endpoint | slack, ns |
|---|---|---|---|
| setup / recovery | 5 | IDLE | 0.009 |
| hold / removal | 3 | out[1] | 0.65 |
-- layout by cell type, fill, tap and decap left out, types with 2 or more instances in the layout --
master	count
a21oi_2	2
buf_2	5
buf_4	4
buf_6	3
nor2_4	2
-- where the power goes --
group / leakage, nW / internal, mW / switching [mW]
Sequential: 0 / 0 / 0
Combinational: 0.0988 / 0.0482 / 0.0299
Clock: 0 / 0 / 0
Total: 0.0988 / 0.0482 / 0.0299
-- timing repair --
item                                    CTS  global route
buffers inserted                          0             1
resized                                  53             3
pin swaps                                 7             1
endpoints found under the setup margin    4             1
-- metal layers --
layer  GRT usage  part of all wire  vias to the layer above
met3     0.00568              0.14                        0
met4           0                 0                        0
met1      0.0145              0.40                       58
met2      0.0241              0.45                        8
li1            -                 -                       70
met5           0                 0                        -
-- metrics by stage --
step | worst slack, ns | TNS (ns) | cell area, µm² | util
after global placement | -0.786 | -2.64 | 260 | 0.0762
after detailed placement | -0.801 | -2.72 | 260 | 0.0762
after floorplan | 0.286 | 0 | 67.6 | -
after global routing | -0.0434 | -0.0434 | 275 | 0.0806
after CTS | 0.000162 | 0 | 256 | 0.0751
final | 0.00942 | 0 | 275 | 0.0806
-- layout make-up --
type / count / area [µm²] / area share
Tap cell: 46 / 57.6 / 0.209
Inverter: 2 / 7.51 / 0.0273
Timing Repair Buffer: 15 / 123 / 0.445
Multi-Input combinational cell: 9 / 87.6 / 0.318
-- worst max-delay path, stage by stage --
cell and delay (ns):
buf_8 0.10, nor2_4 0.11, nand2_2 0.06, nor4b_2 0.19
buf_2 0.13
-- logic make-up after synthesis --
| logic type | count (synthesis) |
|---|---|
| compound gates | 4 |
| buf+inv | 2 |
| simple gates | 5 |
No activity file was given, so power comes from the tool's default toggle rates.
