[flow/config.mk]
export PLATFORM = sky130hd
export DESIGN_NAME = seven_segment_decoder_dataflow
export DESIGN_NICKNAME = seven_segment_decoder_dataflow
export VERILOG_FILES = /design/flow/design.v
export SDC_FILE = /design/flow/constraint.sdc
export NUM_CORES = 4
export LEC_CHECK = 1
export CORE_AREA = 10 10 70 70
export DIE_AREA = 0 0 80 80
[flow/constraint.sdc]
current_design seven_segment_decoder_dataflow

set clk_period 1.3
set clk_io_pct 0.2

create_clock -name clk0 -period $clk_period

set non_clock_inputs [all_inputs -no_clocks]
set_input_delay [expr $clk_period * $clk_io_pct] -clock clk0 $non_clock_inputs
set_output_delay [expr $clk_period * $clk_io_pct] -clock clk0 [all_outputs]
[flow/design.v]
`timescale 1ns / 1ps
module seven_segment_decoder_dataflow
	(
		input 	[4	-1:0] 	B,
  		output 	reg 		a,
		output 	reg 		b,
		output 	reg 		c,
		output 	reg 		d,
		output 	reg 		e,
		output 	reg 		f,
		output 	reg 		g,
		output 	reg 		dot
  	);
  	assign a = ~(B[3] || (B[2] && B[0]) || (! B[2] && ! B[0]) || B[1]);
  	assign b = ~((B[3] && ! B[1] && B[0]) || (! B[3] && B[1] && B[0]) 
		  		|| (! B[3] && ! B[1] && ! B[0]) || ! B[2]);
  	assign c = ~((B[3] && ! B[2]) || (! B[3] && B[2]) || (! B[3] && ! B[1]) 
			   	|| (! B[3] && B[0]) || (! B[1] && B[0]));
  	assign d = ~((B[3] && ! B[1]) || (! B[3] && ! B[2] && ! B[0]) || (B[2] && B[1]
				&& ! B[0]) || (B[2] && ! B[1] && B[0]) || (!B[2] && B[1] && B[0]));
  	assign e = ~((B[3] && B[2]) || (B[3] && B[1]) || (! B[2] && ! B[0]) 
				 || (B[1] && ! B[0]));
  	assign f = ~((B[3] && ! B[2]) || (B[3] && B[1]) || (! B[3] && B[2] && ! B[1]) 
				 || (B[2] && ! B[0]) || (! B[1] && ! B[0]));
  	assign g = ~((B[3] && ! B[2]) || (B[3] && B[1]) || (! B[3] && B[2] && ! B[1]) 
				 || (! B[2] && B[1]) || (B[1] && ! B[0]));
  	assign dot = 0;
endmodule
[flow/run.sh]
#!/bin/bash
# OpenROAD 26Q1-2900-gdf79404cd8, Yosys 0.63+post, stock flow scripts
make -C /OpenROAD-flow-scripts/flow DESIGN_CONFIG=/design/flow/config.mk WORK_HOME=/design/flow/orfs finish
==> impl_metrics.ini <==
; flow metrics
[global_route]
grtUsageTotal_pct = 2.840
met3_usage_pct = 0.5682
overflow = 0
met2_usage_pct = 4.173
use_met1_pct = 4.351
grt_pass1_vias = 315
grt_pass1_wl_mm = 1.524
top_usage_layer = met1
antenna_found_initial = 0
grt_start_max_net_pins = 7

[critical_path]
critPathMaxFanout = 4
cp.depth = 7
start_kind = input port
cpPeakStageDelay_ns = 0.15
crit_path_end_kind = output pin
endpoint = d
critPathTopFamily = buffers and inverters
critPathLaunch = B[2]
critPathRequiredTime_ns = 1.04
worst-path-buf-inv = 4
crit_chain = buf_6 -> buf_6 -> buf_6 -> and3_4 -> a31oi_1 -> o31ai_1 -> buf_2
arrival_ns = 1.08
crit_slowest_cell = and3_4
critPathMostFrequentCell = buf_6
crit_type = in -> out

[drt]
drtPass1Iterations = 2
drt_wl_total_um = 890
via_per_inst = 2.960
drt_iter0_markers = 6
vias = 299
ant_nets = 0
post_drt_wl_per_cell_um = 8.812
n_antenna_cell = 0
drc = 0

[worst_hold_path]
worstHoldPathCells = 4
hold_path_startpoint = B[3]
hold_class = in -> out

[finish]
num-clock-buffers = 0
flop-count = 0
flop_area_um2 = 0
drive_above_1_share_pct = 78.18
areaGrowthSynthToFinish_pct = 134.2
n_fill_cell = 392
logic_area_um2 = 276.5

[timing]
hold_viol = 0
setup_ws_ns = -0.04430
rsz0062_at_grt = true
setup_viol = 2
drv_slew = 0
finalCriticalPeriod_ns = 1.344
finalClockPeriodUsage_pct = 103.4
clock.fmax_ghz = 0.7439
totalNegativeSetupSlack_ns = -0.08534

[synthesis]
postSynthSeqShare_pct = 0
ys_types = 20
ys_cells = 32
synthCells = 32
syn-cell-area_um2 = 237.7
synth_area_per_cell_um2 = 7.429
yosys_warnings = 8
yosys_area_um2 = 237.7

[placement]
port_buffers = 11
post-place-ws_ns = -0.8112
finalWeightedCongestion = 0.7807
hpwl_um = 648

[die]
chipArea_mm2 = 0.006400
die_h_um = 80
initCoreUtil_pct = 6.960
io_pins = 12
coreArea_mm2 = 0.003416
rows = 21
die_w_um = 80

[outcome]
violations = negative setup slack
outcome = finished with violations

[power_and_ir_drop]
power_w = 0.0001635
p_leak_nw = 0.2511
switching_share_pct = 41.53
p_seq_share_pct = 0
p_clk_share_pct = 0
power_switching_w = 0.00006790
p_int_w = 0.00009561
powerDensity_mw_per_mm2 = 293.7
combPwrFrac_pct = 100.0
peakVddDrop_mv = 0.1276

[job]
maxCapViolCount = 0
log.warning_count = 37
final cells by class:
type | count | share of cell area, %
well taps | 46 | 10.34
inverters | 2 | 1.798
multi-input cells | 27 | 49.66
repair buffers | 26 | 38.20
placed cells by master (no fill, tap or decap), types with 2 or more instances in the layout:
cell / count
buf_4: 8
a21oi_2: 2
nand2b_4: 2
buf_2: 7
ha_1: 2
buf_6: 10
a31oi_1: 2
nor2_1: 2
per-layer routing:
metal,up-vias,wire length (µm)
met2,9,376
met3,0,40
met5,-,0
met4,0,0
met1,134,473
li1,156,-
cells in the mapped netlist, drive strengths merged:
cell	count	area, µm²
and3	1	6.260
a31oi	2	12.51
xnor2	1	8.760
nor2	4	15.01
nand2b	3	26.27
buf	3	26.27
ha	4	50.05
conb	1	3.750
o31ai	1	7.510
nor3	1	5.000
a32oi	1	8.760
nor3b	1	12.51
nand2	1	3.750
inv	2	7.510
nor2b	1	8.760
o21bai	1	7.510
a211oi	1	12.51
a21oi	3	15.01
timing repair:
| action | in CTS | in global routing |
|---|---|---|
| setup endpoints to repair | 7 | 7 |
| buffers inserted | 1 | 1 |
| gates cloned | 0 | 0 |
| resized | 55 | 12 |
| hold buffers | 0 | 0 |
| pin swaps | 7 | 4 |
cell families after synthesis:
| logic type | Yosys count | synth area share [%] |
|---|---|---|
| AND-OR/OR-AND | 9 | 26.84 |
| XOR/XNOR | 1 | 3.685 |
| adder cells (fa/ha/maj) | 4 | 21.05 |
| buffers and inverters | 5 | 14.21 |
| other | 1 | 1.577 |
| AND/OR/NAND/NOR | 12 | 32.63 |
metrics by stage:
step                cells  hold WS (ns)  utilization [%]  cell area (µm²)
floorplan              32        0.5367                -            237.7
global placement       99         1.576            13.96            476.7
detailed placement     99         1.579            13.96            476.7
CTS                   100        0.8419            15.02            513.0
global route          101        0.8743            16.30            556.8
finish                101        0.8547            16.30            556.8
power by group through the flow:
| stage | sequential [W] | clock, W | combinational (W) |
|---|---|---|---|
| 6_report | 0 | 0 | 0.000164 |
| 5_1_grt | 0 | 0 | 0.000180 |
| 4_1_cts | 0 | 0 | 0.000148 |
worst min path at each step:
stage,end
6_report,a
5_1_grt,e
4_1_cts,e
Power and IR drop assume default switching activity.
