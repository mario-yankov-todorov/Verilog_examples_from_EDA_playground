[./design.v]
`timescale 1ns / 1ps
module display 
  	(
		input clk, rst,
		input [15:0] data,
		output reg [3:0] ANODE,
		output reg A, B, C, D, E, F, G
	);
	parameter 				n = 6;
	reg 		[n-1:0] 	counter = 0;
	reg 		[1:0] 		select = 0;
	always @(posedge clk or posedge rst)
		if(rst)
			counter <= 0;
		else
			if(&counter)
				counter <= 0;
			else
				counter <= counter + 1;
	always @(posedge clk or posedge rst)
		if(rst)
			select <= 0;
		else
			if(&counter)
				select <= select + 1;
	reg [3:0] digit;
	always @(data or select)
		case(select)
			2'b00: digit <= data[3:0];
			2'b01: digit <= data[7:4];
			2'b10: digit <= data[11:8];
			2'b11: digit <= data[15:12];
			default: digit <= 4'b0000;
		endcase
	always @(select or rst)
		if(rst)
			ANODE <= 4'b1111;
		else
			case(select)
				2'b00: ANODE <= 4'b0111;
				2'b01: ANODE <= 4'b1011;
				2'b10: ANODE <= 4'b1101;
				2'b11: ANODE <= 4'b1110;
				default: ANODE <= 4'b1111;
			endcase
	always @(digit)
		case(digit)
			4'h0:  
				begin A<=0; B<=0; C<=0; D<=0; E<=0; F<=0; G<=1; end
			4'h1:  
				begin	A<=1; B<=0; C<=0; D<=1; E<=1; F<=1; G<=1; end
			4'h2:  
				begin A<=0; B<=0; C<=1; D<=0; E<=0; F<=1; G<=0; end
			4'h3:  
				begin A<=0; B<=0; C<=0; D<=0; E<=1; F<=1; G<=0; end
			4'h4:  
				begin A<=1; B<=0; C<=0; D<=1; E<=1; F<=0; G<=0; end
			4'h5:  
				begin A<=0; B<=1; C<=0; D<=0; E<=1; F<=0; G<=0; end
			4'h6:  
				begin A<=0; B<=1; C<=0; D<=0; E<=0; F<=0; G<=0; end
			4'h7:  
				begin A<=0; B<=0; C<=0; D<=1; E<=1; F<=1; G<=1; end
			4'h8:  
				begin A<=0; B<=0; C<=0; D<=0; E<=0; F<=0; G<=0; end
			4'h9:  
				begin A<=0; B<=0; C<=0; D<=0; E<=1; F<=0; G<=0; end
			4'ha:  
				begin A<=0; B<=0; C<=0; D<=1; E<=0; F<=0; G<=0; end
			4'hb:  
				begin A<=1; B<=1; C<=0; D<=0; E<=0; F<=0; G<=0; end
			4'hc:  
				begin A<=0; B<=1; C<=1; D<=0; E<=0; F<=0; G<=1; end
			4'hd:  
				begin A<=1; B<=0; C<=0; D<=0; E<=0; F<=1; G<=0; end
			4'he:  
				begin A<=0; B<=1; C<=1; D<=0; E<=0; F<=0; G<=0; end
			4'hf:  
				begin A<=0; B<=1; C<=1; D<=1; E<=0; F<=0; G<=0; end
			default:  
				begin A<=0; B<=0; C<=0; D<=0; E<=0; F<=0; G<=1; end
		endcase
endmodule
[./run.sh]
#!/bin/bash
# OpenROAD 26Q1-2900-gdf79404cd8, Yosys 0.63+post, stock flow scripts
make -C /OpenROAD-flow-scripts/flow DESIGN_CONFIG=/design/flow/config.mk WORK_HOME=/design/flow/orfs finish
[./config.mk]
export PLATFORM = sky130hd
export DESIGN_NAME = display
export DESIGN_NICKNAME = display
export VERILOG_FILES = /design/flow/design.v
export SDC_FILE = /design/flow/constraint.sdc
export NUM_CORES = 4
export LEC_CHECK = 1
export CORE_AREA = 10 10 88 88
export DIE_AREA = 0 0 98 98
[./constraint.sdc]
current_design display

set clk_period 3.3
set clk_io_pct 0.2

create_clock -name clk0 -period $clk_period [get_ports {clk}]

set non_clock_inputs [all_inputs -no_clocks]
set_input_delay [expr $clk_period * $clk_io_pct] -clock clk0 $non_clock_inputs
set_output_delay [expr $clk_period * $clk_io_pct] -clock clk0 [all_outputs]
==> notes.md <==
Implementation summary

For reference, the final report shows the max-slew violation count at 0. The CTS buffer count is 3. Summed over all routing layers, the global router reports a total usage of 0.0417. The routed layout has 748 vias. The flow reports an fmax of 0.313 GHz. Fill cells in the final layout number 619. Per the detail_route report, DRC violations left total 0. The kind of launch point of the worst setup path is an input port.

In the final report, the number of endpoints failing setup comes to 0. The H-tree depth reported by CTS is 1. The fraction of the yosys area taken by sequential cells is 0.266. The total overflow reported by the global router is 0. Per the run summary, max-cap violations total 0. The area growth from synthesis to layout is 78.9%. For reference, the post-synthesis area per instance comes to 9.07 sq um. The initial antenna violation count is 0. Leaving out fill and tap cells, the most frequent cell in the layout is clkdlybuf4s50_1. The combinational cell fraction of total power is 0.293. The flip-flop and latch count after synthesis is 8. Walking the worst path, the cells encountered are clkdlybuf4s50_1, a22oi_1, nand2_1, mux2i_2, inv_1, buf_4, buf_6, ha_2, and3_2, a221o_1, dlymetal6s2s_1.

The type of destination of the critical path is a primary output. The first global-routing pass estimated 3460 microns of wire. The internal power of the cells is 0.000235 W. The buffer levels on the longest clock path is 2. For this design, the slowest cell found on the critical path is clkdlybuf4s50_1. The site row count is 28. The area of the core region is 5920 sq um. The final period demand of the worst path is 3200 ps. The worst path required time is 2640 ps. The worst ir drop on vdd is 0.124 mV. At the pin with the least slew margin, the transition time is 404 ps. In this run the power spent charging and discharging nets is 0.0000633 W. The worst setup path is of the input port to primary output kind. The congestion estimate from routability-driven global placement came to 0.769. The share of total power dissipated in sequential elements is 0.330.

The routed wire length per instance is 10.2 microns. The number of global-route vias before repair is 758. For this configuration, the core starts out at a cell density of 0.127. Detailed-route iteration 0 reported a violation count of 15. The total half-perimeter wirelength after legalization and detailed placement is 1770 microns. The post-placement setup slack is -185 ps. The leakage power in the latest report is 0.642 nW. The net switching share of the total power is 0.212. The clock network power share is 0.377. The run finished with clean final reports. The count of inserted antenna diode cells is 0. According to the floorplan report, the die width is 98 microns. The warning tally printed by Yosys for this design is 1.

The CTS tree is yes. 29 I/O pins were placed. The clock latency reported for the late side of the worst-skew pair is 220 ps. The worst clock skew is 2.53 ps. The post-detailed-route count of antenna-violating nets is 0. Per the cell usage report, the commonest logic cells after layout are clkdlybuf4s50_1 (21), buf_4 (19), nand2_1 (11). During placement, the flow inserted port buffers numbering 28. The number of clock sinks came to 8. The number of cell instances after yosys synthesis is 83.

Headroom to the max-slew limit came out at 0.731. The maximum fanout along the worst path is 3. The final timing report gives a worst setup slack of 104 ps. The cell area that synthesis handed to floorplanning was 753 sq um. In this run the full chip footprint comes out at 9600 sq um. The count of TritonRoute iterations in the first routing pass is 4. The final hold violation count is 0. Checking hold timing, the worst path is listed with class flip-flop to flip-flop. According to the timing report, the arrival time at the worst endpoint equals 2540 ps. The number of distinct library cell variants in the gate-level netlist after synthesis is 22. Entering global routing, the biggest net connects 13 pins. The script reports the combined buffer and inverter count of the critical path as 5. Looking at the clock tree report, the root buffer type is clkbuf_8.

The clock transition at the register clock pins on the worst setup and hold paths after CTS is 40 ps. According to the floorplan report, the die height is 98 microns. The stage delay of the slowest cell on the critical path is 400 ps.

In the final layout, the share of cells above drive strength 1 is 0.271. The ratio of total power to cell area is 221 nW/um^2. In the routed layout, each cell is associated on average with a via count of 3.60. Across all stage logs, warnings added up to 34. The sum of routed wire length over all layers is 2120 microns. The setup TNS after final layout is 0 ps.

Of the available clock period, the critical path in the final layout requires 0.968. The synthesized instance count is 83. On the critical path the largest part of the delay comes from buffers and inverters. In the synthesis report, Yosys lists the chip area as 753 sq um.
==> sequential cells by signal, indices dropped and copies added (netlist names) <==
signal and flops:
select 2, counter 6
==> timing repair <==
item                                    in CTS  in global routing
pin swaps                                    7                  6
resized                                      9                 12
endpoints found under the setup margin       7                  5
buffers inserted                             6                  6
hold buffers                                 0                  0
cloned                                       0                  0
==> through the flow <==
stage | util | cell area, sq um | power, W | hold WS [ps] | std cells
after floorplan | - | 753 | 0.000128 | 445 | 83
after global placement | 0.201 | 1190 | 0.000180 | 464 | 193
after detailed placement | 0.201 | 1190 | 0.000180 | 470 | 193
after CTS | 0.216 | 1280 | 0.000299 | 477 | 202
after global routing | 0.228 | 1350 | 0.000319 | 510 | 208
final | 0.228 | 1350 | 0.000298 | 476 | 208
==> cell type report <==
| cell class | count | area [sq um] | share of cell area |
|---|---|---|---|
| Sequential cell | 8 | 200 | 0.149 |
| Inverter | 10 | 37.5 | 0.0279 |
| Multi-Input combinational cell | 63 | 527 | 0.391 |
| Tap cell | 75 | 93.8 | 0.0696 |
| Timing Repair Buffer | 49 | 448 | 0.332 |
| Clock buffer | 3 | 41.3 | 0.0306 |
==> power by group through the flow <==
| stage | Sequential, W | Clock [W] | Combinational [W] |
|---|---|---|---|
| after CTS | 0.0000986 | 0.000118 | 0.0000823 |
| final | 0.0000986 | 0.000112 | 0.0000875 |
| after global routing | 0.0000984 | 0.000123 | 0.0000971 |
==> synth_stat cells (all sizes together) <==
library cell,number,area [sq um]
o22ai,4,25.0
a222oi,3,30.0
xnor2,3,26.3
a22oi,1,7.51
nand3,3,15.0
inv,10,37.5
a21oi,1,5.00
mux2,2,22.5
o31ai,1,7.51
o21ai,3,15.0
nand2,11,41.3
or3,1,7.51
buf,2,16.3
nor2,4,15.0
mux2i,10,100
xor2,2,17.5
or2,1,8.76
a221o,1,10.0
and3,1,7.51
dfrtp,8,200
ha,11,138
==> layer usage <==
metal  GRT usage  routed length [microns]  vias to the layer above
met3     0.00711                       46                        2
met2      0.0766                     1110                        9
met5           0                        0                        -
li1            -                        -                      393
met1      0.0497                      936                      344
met4     0.00671                       19                        0
==> path summary, 6_finish.rpt <==
path | cells after the start | end | start | slack [ps]
setup reg to reg | 4 | select[1] | counter[0] | 2050
hold / removal | 1 | counter[5] | counter[5] | 480
hold reg to reg | 1 | counter[5] | counter[5] | 480
max in group asynchronous | 2 | select[0] | rst | 2280
setup / recovery | 11 | A | data[9] | 100
min in group asynchronous | 2 | counter[3] | rst | 730
==> cells by family (layout without fill, tap and decap cells) <==
kind of cell    count (synthesis)  after routing  synth area share
buf+inv                        12             62            0.0714
fa+ha+maj                      11             11             0.183
xor+xnor                        5              5            0.0582
flops                           8              8             0.266
simple gates                   21             21             0.126
compound gates                 14             14             0.133
mux                            12             12             0.163
No activity file was given, so power comes from the tool's default toggle rates.
